==> flow/design.v <==
module sdram (
	inout reg [15:0]    sd_data,     
	output reg [12:0]   sd_addr,     
	output reg [1:0]    sd_dqm,      
	output reg [1:0]    sd_ba,       
	output              sd_cs,       
	output              sd_we,       
	output              sd_ras,      
	output              sd_cas,      
	input               init,			 
	input               clk,			 
	input               clkref,		 
	input [7:0]         din,			 
	output reg [7:0]    dout,        
	input [24:0]        addr,        
	input               oe,          
	input               we           
);
localparam RASCAS_DELAY   = 3'd2;    
localparam BURST_LENGTH   = 3'b000;  
localparam ACCESS_TYPE    = 1'b0;    
localparam CAS_LATENCY    = 3'd2;    
localparam OP_MODE        = 2'b00;   
localparam NO_WRITE_BURST = 1'b1;    
localparam MODE = { 3'b000, NO_WRITE_BURST, OP_MODE, CAS_LATENCY, ACCESS_TYPE, BURST_LENGTH}; 
localparam STATE_IDLE      = 3'd0;    
localparam STATE_CMD_CONT  = STATE_IDLE + RASCAS_DELAY;  
localparam STATE_CMD_READ  = STATE_CMD_CONT + CAS_LATENCY + 1'd1;  
localparam STATE_LAST      = 3'd5;    
reg [2:0] q  ;
reg clkref_d;
always @(posedge clk) begin
	clkref_d <= clkref;
	if (~clkref_d & clkref) q <= 3'd1;
	else if (q == STATE_LAST) q <= 0;
	else q <= q + 1'd1;
end
reg [4:0] reset;
always @(posedge clk) begin
	if(init)	reset <= 5'h1f;
	else if((q == STATE_LAST) && (reset != 0))
		reset <= reset - 5'd1;
end
localparam CMD_INHIBIT         = 4'b1111;
localparam CMD_NOP             = 4'b0111;
localparam CMD_ACTIVE          = 4'b0011;
localparam CMD_READ            = 4'b0101;
localparam CMD_WRITE           = 4'b0100;
localparam CMD_BURST_TERMINATE = 4'b0110;
localparam CMD_PRECHARGE       = 4'b0010;
localparam CMD_AUTO_REFRESH    = 4'b0001;
localparam CMD_LOAD_MODE       = 4'b0000;
reg [3:0] sd_cmd;    
assign sd_cs  = sd_cmd[3];
assign sd_ras = sd_cmd[2];
assign sd_cas = sd_cmd[1];
assign sd_we  = sd_cmd[0];
wire [12:0] reset_addr = (reset == 13)?13'b0010000000000:MODE;
reg oe_latch, we_latch;
reg oe_old, we_old;
wire oe_next = ~oe_old & oe;
wire we_next = ~we_old & we;
always @(posedge clk) begin
	sd_cmd <= CMD_INHIBIT;
	sd_data <= 16'bZZZZZZZZZZZZZZZZ;
	if(reset != 0) begin
		{oe_latch, we_latch} <= 0;
		sd_dqm <= 2'b11;
		sd_addr <= reset_addr;
		if(q == STATE_IDLE) begin
			if(reset == 13)  sd_cmd <= CMD_PRECHARGE;
			if(reset ==  2)  sd_cmd <= CMD_LOAD_MODE;
		end
	end else begin
		sd_dqm <= 2'b00;
		oe_old <= oe;
		we_old <= we;
		if(q == STATE_IDLE) begin
			{oe_latch, we_latch} <= {oe_next, we_next};
			if(we_next || oe_next) begin
				sd_cmd <= CMD_ACTIVE;
				sd_addr <= addr[21:9];
				sd_ba <= addr[23:22];
			end
			else sd_cmd <= CMD_AUTO_REFRESH;
		end else if(q == STATE_CMD_CONT) begin
			if(we_latch || oe_latch) sd_addr <= { 4'b0010, addr[8:0]};
			if(we_latch) begin
				sd_cmd <= CMD_WRITE;
				sd_data <= {din, din};
			end
			else if(oe_latch) sd_cmd <= CMD_READ;
		end else if(q == STATE_CMD_READ) begin
			if(oe_latch) dout <= sd_data[7:0];
		end
	end
end
endmodule
==> flow/run.sh <==
#!/bin/bash
# OpenROAD 26Q1-2900-gdf79404cd8, Yosys 0.63+post, stock flow scripts
make -C /OpenROAD-flow-scripts/flow DESIGN_CONFIG=/design/flow/config.mk WORK_HOME=/design/flow/orfs finish
==> flow/config.mk <==
export PLATFORM = sky130hd
export DESIGN_NAME = sdram
export DESIGN_NICKNAME = sdram
export VERILOG_FILES = /design/flow/design.v
export SDC_FILE = /design/flow/constraint.sdc
export NUM_CORES = 4
export LEC_CHECK = 1
export CORE_AREA = 10 10 111 111
export DIE_AREA = 0 0 121 121
==> flow/constraint.sdc <==
current_design sdram

set clk_period 5.7
set clk_io_pct 0.2

create_clock -name clk0 -period $clk_period [get_ports {clk}]

set non_clock_inputs [all_inputs -no_clocks]
set_input_delay [expr $clk_period * $clk_io_pct] -clock clk0 $non_clock_inputs
set_output_delay [expr $clk_period * $clk_io_pct] -clock clk0 [all_outputs]
==> flow_summary.yaml <==
# yosys + openroad results
yosys:
  top_cells_by_area: "edfxtp_1, dfxtp_1, ha_1"
  ys_seq_share_pct: 63.98
  ys_chip_area_sq_um: 1924
  synth_stat.cells: 141
  top_cell_area_share_pct: 39.01
  yosys_warnings: 2
  netlist_area_sq_um: 1924
  syn_area_per_cell_sq_um: 13.65
  ys_types: 36
  syn_inst: 141
  yosys.area.top_type: "edfxtp_1"
  numSynthFlops: 49
place:
  place.gp.congestion: 0.8113
  numPortBuffers: 65
  place_hpwl_um: 3517
  dp_slack_ns: 3.137
cells_and_area:
  layout_top_cells: "clkdlybuf4s50_1, edfxtp_1, dfxtp_1, a22o_1, ha_1"
  drive_gt1_share_pct: 7.426
  final_util_pct: 27.92
  fillCellCount: 972
  regArea_sq_um: 1231
  syn_to_final_growth_pct: 43.11
  final_common_cell: "clkdlybuf4s50_1"
  mi_logic_area_sq_um: 564.3
critical_path:
  required_ns: 5.75
  cp-startpoint: "reset[0]"
  critPathMaxFanout: 14
  worst-setup-path-type: "reg -> reg"
  crit_buf_inv: 3
  max_stage_delay_ns: 0.60
  end_kind: "register"
  cp_top_family: "simple AND/OR/NAND/NOR gates"
  critical_path_arrival_ns: 2.48
  r2r-start: "reset[0]"
  crit_chain: "inv_1 -> ha_1 -> nor4b_4 -> inv_2 -> nor2_4 -> a21boi_1 -> buf_4"
  start_kind: "register"
  crit_path_top_delay_cell: "nor4b_4"
final_timing:
  hold_slack_ns: 0.4326
  max_freq_ghz: 0.4107
  setup_slack_ns: 3.265
  finalHoldViolations: 0
  min_period_over_period_pct: 42.71
  fin_crit_ns: 2.435
  finalMaxSlewViolations: 0
  grt_setup_unrepaired: "false"
  tightestPinTransition_ns: 0.6981
  finalClockSkew_ns: 0.01126
  finalSetupViolCount: 0
  maxSlewHeadroom_pct: 53.26
  setup_tns_ns: 0
detailed_routing:
  totalWireLength_um: 4482
  antenna_left: 0
  vias: 1292
  antennaDiodeCount: 0
  wl_per_cell_um: 13.38
  first_pass_iters: 4
  via_per_inst: 3.857
  drc_errors: 0
  dr.first_iter.drc_count: 22
outcome:
  outcome: "complete, no violations"
power_and_ir_drop:
  seqPwrFrac_pct: 55.3
  p_leak_nw: 1.009
  internal_power_uw: 545.4
  p_per_area_nw_per_um2: 261.2
  peakVddDrop_mv: 0.1125
  power_switching_uw: 173.9
  switching_share_pct: 24.18
  p_clk_share_pct: 31.9
  p_comb_share_pct: 12.8
clock_tree:
  clockBufferDepth: 2
  numCtsBuffers: 5
  htree_levels: 2
  cts_tree: "built"
  cts_resized: 0
  cts-root-buf: "clkbuf_8"
  worstSkewPairLatency_ns: 0.30
  cts_sinks: 49
  cts_hold_buf: 0
  cts_setup_buffers: 0
  clk_pin_slew_worst_paths_ns: 0.09
hold_path:
  min_from: "sd_data[8]"
  hp-class: "reg -> reg"
floorplanning:
  initial_core_util_pct: 19.51
  die_h_um: 121
  num_io_pins: 83
  core-area_sq_um: 9864
  die_w_um: 121
  chipArea_sq_um: 14640
  num_rows: 36
global_route:
  antenna_found_initial: 0
  grt_pass1_vias: 1300
  overflow: 0
  track_usage_pct: 5.915
  grt_pass1_wl_um: 7086
  grt_max_degree: 17
job:
  max_cap_violations: 0
  tool_warnings: 80
## path summary, 6_finish.rpt
path	end	slack, ns	cells past startpoint
setup / recovery	sd_addr[11]	3.27	7
setup reg to reg	sd_addr[11]	3.27	7
hold reg to reg	dout[0]	0.43	0
hold / removal	dout[0]	0.43	0
## worst register-to-register path: stages (launching register included)
cell and delay (ns):
dfxtp_1 0.35, inv_1 0.11, ha_1 0.18, nor4b_4 0.60
inv_2 0.25, nor2_4 0.38, a21boi_1 0.12, buf_4 0.21
## power by group through the flow
stage / Combinational [mW] / Clock [mW] / Sequential, mW
6_report: 0.0921 / 0.230 / 0.398
5_1_grt: 0.104 / 0.256 / 0.402
4_1_cts: 0.0939 / 0.238 / 0.398
## cells in the mapped netlist
cell type   n
edfxtp_1   25
dfxtp_1    24
a22o_1     10
buf_4      10
ha_1        8
inv_1       6
nand3_1     5
nor2_1      5
nor2b_1     4
nor3_1      4
and3_1      3
o21ai_0     3
o311ai_0    3
a21o_1      2
buf_6       2
nand2b_1    2
nor2_4      2
o22ai_1     2
o31ai_1     2
or3_1       2
or3b_1      2
a211o_1     1
a21bo_2     1
a21boi_0    1
a221o_1     1
buf_2       1
inv_2       1
nand2_1     1
nor3b_1     1
nor4_1      1
nor4b_4     1
nor4bb_1    1
o21a_1      1
o21ai_1     1
or4b_1      1
or4b_2      1
## registers in the layout, summed over array words and instances, names as in the netlist
signal    flops
sd_data       8
oe_latch      1
reset         5
oe_old        1
sd_addr      13
sd_dqm        1
we_latch      1
dout          8
we_old        1
sd_cmd        4
q             3
sd_ba         2
clkref_d      1
## layout make-up
class                   count  area share (%)
multi-input cells          72           20.49
clock buffers               6           3.408
flip-flops and latches     49           44.71
inverters                   7          0.9541
clock inverters             2          0.4998
repair buffers             66           23.90
well taps                 133           6.043
## kinds of logic after synthesis
group                    count (synthesis)  share of synthesized area, %
flip-flops                              49                         63.98
AND/OR/NAND/NOR                         36                         12.68
AND-OR/OR-AND                           28                         11.44
adder cells (fa/ha/maj)                  8                         5.202
buffers and inverters                   20                         6.696
## routing by layer
layer	vias to the layer above	part of all wire [%]	GRT usage, %
met5	-	0	0
met4	0	2.0	0.9804
met3	7	8.7	1.795
met2	51	48	9.898
met1	596	42	7.517
li1	638	-	-
## per-stage QoR
| stage | instance area (sq um) | cells | total power, mW |
|---|---|---|---|
| 2_1_floorplan | 1924 | 141 | 0.4607 |
| 4_1_cts | 2754 | 335 | 0.7303 |
| 3_5_place_dp | 2646 | 327 | 0.4996 |
| 6_report | 2754 | 335 | 0.7194 |
| 3_3_place_gp | 2646 | 327 | 0.4964 |
| 5_1_grt | 2754 | 335 | 0.7615 |
No activity file was given, so power comes from the tool's default toggle rates.
